`flow/run.sh`:
```
#!/bin/bash
# OpenROAD 26Q1-2900-gdf79404cd8, Yosys 0.63+post, stock flow scripts
make -C /OpenROAD-flow-scripts/flow DESIGN_CONFIG=/design/flow/config.mk WORK_HOME=/design/flow/orfs finish
```
`flow/config.mk`:
```
export PLATFORM = sky130hd
export DESIGN_NAME = EggTimer
export DESIGN_NICKNAME = EggTimer
export VERILOG_FILES = /design/flow/design.v
export SDC_FILE = /design/flow/constraint.sdc
export NUM_CORES = 4
export LEC_CHECK = 1
export CORE_UTILIZATION = 50
```
`flow/constraint.sdc`:
```
current_design EggTimer

set clk_period 6.7
set clk_io_pct 0.2

create_clock -name clk0 -period $clk_period [get_ports {CLOCK_50}]

set non_clock_inputs [all_inputs -no_clocks]
set_input_delay [expr $clk_period * $clk_io_pct] -clock clk0 $non_clock_inputs
set_output_delay [expr $clk_period * $clk_io_pct] -clock clk0 [all_outputs]
```
`flow/design.v`:
```
module ClockDivider(clk, clockOut);
	parameter frequency = 50000000;
	input clk;
	output clockOut;
	reg clockOutReg = 0;
	assign clockOut = clockOutReg;
	reg[31:0] counter = 0;
	always @ (posedge clk) begin
		counter <= counter + 1;
		if(counter == frequency) begin
			clockOutReg <= ~clockOutReg;
			counter <= 32'd0;
		end
	end  
endmodule
module DecrementTime(clk, reset, wrtEn, decEn, minsSecsIn, 
	secOnes, secTens, minOnes, minTens);
	input clk, reset, wrtEn, decEn;
	input[15:0] minsSecsIn;
	output reg[3:0] secOnes, secTens, minOnes, minTens;
	always @ (posedge clk) begin
		if(reset == 1'b1) begin
			secOnes <= 4'h0;
			secTens <= 4'h0;
			minOnes <= 4'h0;
			minTens <= 4'h0;
		end
		else if(wrtEn == 1'b1) begin
			secOnes <= minsSecsIn[3:0];
			secTens <= minsSecsIn[7:4];
			minOnes <= minsSecsIn[11:8];
			minTens <= minsSecsIn[15:12];
		end
		else if(decEn == 1'b1) begin
			secOnes <= secOnes - 4'h1;
			if(secOnes == 4'h0) begin
				secOnes <= 4'h9;
				secTens <= secTens - 4'h1;
				if(secTens == 4'h0) begin
					secTens <= 4'h5;
					minOnes <= minOnes - 4'h1;
					if(minOnes == 4'h0) begin
						minOnes <= 4'h9;
						minTens <= minTens - 4'h1;
						if(minTens == 4'h0) begin  
							minOnes <= 4'h0;
							minTens <= 4'h0;
							secOnes <= 4'h0;
							secTens <= 4'h0;
						end
					end
				end  
			end  
		end  
	end  
endmodule
module EggTimer(CLOCK_50, KEY, SW, HEX3, HEX2, HEX1, HEX0, LEDR);
	input CLOCK_50;
	input [2:0] KEY;
	input[7:0] SW;
	output[6:0] HEX3;
	output[6:0] HEX2;
	output[6:0] HEX1;
	output[6:0] HEX0;
	output[9:0] LEDR;
	wire reset = ~KEY[0];
	wire set = ~KEY[1];
	wire startStop = ~KEY[2];
	wire clk = CLOCK_50;
	wire oneSecClock;
	ClockDivider #(30000000) dcd(clk, oneSecClock);
	wire halfSecClock;
	ClockDivider #(25000000) fcd(clk, halfSecClock);
	wire [3:0] secOnes, secTens, minOnes, minTens;
	wire isTimeFlat = ({secOnes, secTens, minOnes, minTens} == 0) ? 1 : 0;
	wire flashEn, decEn, timeWrtEn, initDecEn, minEn;	
	TimerController tc(clk, reset, set, startStop, isTimeFlat, 
		flashEn, decEn, timeWrtEn, initDecEn, minEn);
	wire[15:0] initMinsSecs;
	TimeRegister tr(clk, reset, timeWrtEn, minEn, SW, initMinsSecs);
	wire[15:0] validInitMinsSecs;
	SwitchValidator sv(clk, initMinsSecs, validInitMinsSecs);
	DecrementTime dt(oneSecClock, reset, initDecEn, decEn, validInitMinsSecs, 
		secOnes, secTens, minOnes, minTens);
	FlashLights fl(clk, flashEn & halfSecClock, LEDR);
	dec2_7seg d1(secOnes, HEX0);
	dec2_7seg d2(secTens, HEX1);
	dec2_7seg d3(minOnes, HEX2);
	dec2_7seg d4(minTens, HEX3);
endmodule
module FlashLights(clk, flashEn, ledr);
	input clk, flashEn;
	output[9:0] ledr;
	reg[9:0] ledr;
	always @(posedge clk) begin
		if(flashEn)
			ledr[9:0] = 10'b1111111111;
		else
			ledr[9:0] = 10'b0000000000;
	end
endmodule
module SwitchValidator(clk, timeVal, validTime);
	input clk;
	input[15:0] timeVal;
	output reg [15:0] validTime;
	always @(posedge clk) begin
			if(timeVal[15:12] > 4'h5)
				validTime[15:12] <= 4'b0101;
			if(timeVal[11:8] > 4'h9)
				validTime[11:8] <= 4'h9;
			if(timeVal[7:4] > 4'h5)
				validTime[7:4] <= 4'b0101;
			if(timeVal[3:0] > 4'h9)
				validTime[3:0] <= 4'h9;
			else
				validTime[15:0] <= timeVal;
	end
endmodule
module TimeRegister(clk, reset, wrtEn, minEn, dIn, dOut);
	input clk, reset, wrtEn, minEn;
	input[7:0] dIn;
	output reg [15:0] dOut;
	always @ (posedge clk) begin
		if(reset == 1'b1)
			dOut <= 16'h0000;
		else begin
			if(wrtEn) begin
				if(minEn == 1'b1) dOut[15:8] <= dIn;
				else dOut[7:0] <= dIn;
			end
		end
	end
endmodule
module TimerController(clk, reset, set, startStop, isTimeFlat, 
	flashEn, decEn, timeWrtEn, initValEn, minEn);
	parameter Reset = 3'b000, SetSec = 3'b001, SetMin = 3'b010, WaitForStart = 3'b011, 
		RunTimer = 3'b100, Flash = 3'b101;
	input clk, reset, set, startStop, isTimeFlat;
	output reg flashEn, decEn, timeWrtEn, initValEn, minEn;
	reg[2:0] state;
	always @ (posedge clk) begin
		if(reset) state <= reset;
		else begin
			case(state)
				Reset: begin
					if(set) state <= SetSec;
				end
				SetSec: begin
					if(set) state <= SetMin;
				end
				SetMin: begin
					if(set) state <= WaitForStart;
				end
				WaitForStart: begin
					if(startStop) state <= RunTimer;
				end
				RunTimer: begin
					if(startStop) state <= WaitForStart;
					else if(isTimeFlat) state <= Flash;
				end
				Flash: begin
					if(reset) state <= SetSec;
				end
				default: begin
					state <= Reset;
				end
			endcase
		end
	end
	always @ (state) begin
		case(state)
			Reset: begin
				flashEn <= 1'b0;  
				decEn <= 1'b0;  
				timeWrtEn <= 1'b0;  
				initValEn <= 1'b0;  
				minEn <= 1'b0;  
			end
			SetSec: begin
				flashEn <= 1'b0;
				decEn <= 1'b0;
				timeWrtEn <= 1'b1;
				initValEn <= 1'b1;
				minEn <= 1'b0;
			end
			SetMin: begin
				flashEn <= 1'b0;
				decEn <= 1'b0;
				timeWrtEn <= 1'b1;
				initValEn <= 1'b1;
				minEn <= 1'b1;
			end
			WaitForStart: begin
				flashEn <= 1'b0;
				decEn <= 1'b0;
				timeWrtEn <= 1'b0;
				initValEn <= 1'b0;
				minEn <= 1'b0;
			end
			RunTimer	: begin
				flashEn <= 1'b0;
				decEn <= 1'b1;
				timeWrtEn <= 1'b0;
				initValEn <= 1'b0;
				minEn <= 1'b0;
			end
			Flash: begin
				flashEn <= 1'b1;
				decEn <= 1'b0;
				timeWrtEn <= 1'b0;
				initValEn <= 1'b0;
				minEn <= 1'b0;
			end
			default: begin
				flashEn <= 1'b0;
				decEn <= 1'b0;
				timeWrtEn <= 1'b0;
				initValEn <= 1'b0;
				minEn <= 1'b0;
			end
		endcase
	end
endmodule
module dec2_7seg(input [3:0] num, output[6:0] display);
	assign display =
	num == 0 ? ~7'b0111111 :
	num == 1 ? ~7'b0000110 :
	num == 2 ? ~7'b1011011 :
	num == 3 ? ~7'b1001111 :
	num == 4 ? ~7'b1100110 :
	num == 5 ? ~7'b1101101 :
	num == 6 ? ~7'b1111101 :
	num == 7 ? ~7'b0000111 :
	num == 8 ? ~7'b1111111 :
	num == 9 ? ~7'b1100111 :
	7'bxxxxxxx;  
endmodule
```
==> Flow_metrics.wiki <==
== Run summary ==
{| class="wikitable"
! Metric !! Value
|-
| Outcome || finished, final reports clean
|-
| Maximum clock frequency || 375 MHz
|-
| Filler cell count in the final layout || between 900 and 1000
|-
| Antenna Nets Post-Route || 0
|-
| Average vias per placed instance || around 5.4
|-
| Number of iterations in the first detailed-routing pass || 4
|-
| Net Switching || 0.277 mW
|-
| Layout cells sized above 1 || approximately 5%
|-
| Per-instance average area after synthesis || 8.84 µm²
|-
| Path class of the lowest-slack min-delay path || reg -> reg
|-
| Count of placed standard cells in the final layout, fillers left out || 806
|-
| Sequential group share of total power || approximately half
|-
| DRT Wirelength || around 11 mm
|-
| WHS || roughly 0.41 ns
|-
| TritonCTS clock tree || done
|-
| Nature of the critical path endpoint || register
|-
| Slowest library cell on the worst path || sky130_fd_sc_hd__inv_1
|-
| Wire length of the first global-routing pass || between 15 and 20 mm
|-
| CP max FO || 24
|-
| Number of placement rows || 38
|-
| VDD IR max || between 0.1 and 0.15 mV
|-
| OpenROAD warnings || 28
|-
| Ant diodes || 0
|-
| Number of clock buffers inserted by TritonCTS || 9
|-
| Global routing usage summed across all routing layers || 20.0%
|-
| Inst Count DP || between 700 and 800
|-
| I/O Pins || 50
|-
| Time the worst path needs with I/O delays and setup || roughly 2.7 ns
|-
| Post-detailed-route DRC marker count || 0
|-
| P_int || 0.995 mW
|-
| Post-DP HPWL || between 7 and 8 mm
|-
| Ys flop type || sky130_fd_sc_hd__dfxtp_1
|-
| Comb power frac || under 10%
|-
| Iter 0 DRT Violations || 241
|-
| Final Hold Viols || 0
|-
| Number of antenna violations at the first check in global routing || 0
|-
| Layout Cell Area excl Fill || 6520 µm²
|-
| Number of hold buffers added after cts || 0
|-
| Cell Pwr Density || approximately 200 nW/µm²
|-
| Vias in the first global route || about 4000
|-
| Warnings, synthesis || 7
|-
| Buffer type at the clock tree root || sky130_fd_sc_hd__clkbuf_16
|-
| Worst skew pair latency || roughly 0.33 ns
|-
| CP Launch Type || primary input
|-
| Via count || around 4400
|-
| Reg area || 2510 µm²
|-
| Net switching share of the total power || between 20% and 30%
|-
| Port-buffer cells || slightly below 50
|-
| Largest stage delay, worst path || 0.72 ns
|-
| Synthesized netlist cell count || 645
|-
| Ordered cell list for the critical path || clkdlybuf4s50_1 > inv_1 > nor2_1
|-
| Clock skew || slightly below 0.008 ns
|-
| Required @ worst endpoint || 6.89 ns
|-
| Total die size || approximately 12000 µm²
|-
| Number of setup violations in the final report || 0
|-
| Register clock-pin slew on the reported worst setup and hold paths || approximately 0.07 ns
|-
| Flops out of synthesis || about 120
|-
| Number of enable-type register cells in the synthesized netlist || 15
|-
| Placed cell areas || slightly above 6000 µm²
|-
| Sequential-to-total area share from yosys stat || approximately 44%
|-
| Count of buffers added by post-CTS timing repair for setup || 0
|-
| Multi-input combinational cell area || 2910 µm²
|-
| Max-cap violation count || 0
|-
| Overall die width || 109 µm
|-
| Leakage power figure || 2.39 nW
|-
| Setup repair after global routing missed its margin || false
|-
| Unique cell types || between 50 and 60
|-
| Worst-margin pin slew || 0.933 ns
|-
| Count of endpoints without a timing constraint || around 44
|-
| Routed wire per std cell || around 13 µm
|-
| Number of buffers on the longest clock path || 2
|-
| Post-synth area from yosys stat || approximately 5700 µm²
|-
| Internal reg-to-reg setup slack || about 4.3 ns
|-
| Final Wtd Congestion || 0.832
|-
| Headroom to the max-slew limit || a little under two fifths
|-
| Pin count of the biggest net entering global routing || 28
|-
| Number of cells in Yosys stat || between 600 and 700
|-
| Number of slew-limit violations in the final report || 0
|-
| Setup Crit Path Kind || in -> reg
|-
| Die Y-Extent || between 100 and 150 µm
|-
| Core ar. || 11000 µm²
|-
| Arr. time, crit path || ~2.9 ns
|-
| Layout-stage area growth over the synthesis result || 14.3%
|-
| Mapped Area || approximately 5700 µm²
|-
| Remaining Overflow, GRT || 0
|-
| Sum Neg Setup Slack || 0 ns
|-
| Starting density of the core || about half
|-
| Count of unclocked register or latch pins || 16
|-
| Share of flip-flops with an asynchronous set or reset || 0%
|-
| Period Utilization, post-route || between 30% and 40%
|-
| H-tree depth || 3
|-
| Clock network fraction of total power || between 40% and 50%
|-
| Number of resized instances in the post-cts repair step || 0
|}
## state kept, by name, indices dropped and copies added (netlist names), 4 cells and up
signal / flops
dt.minTens: 4
tr.dOut: 16
dcd.counter: 32
dt.secTens: 4
sv.validTime: 16
dt.minOnes: 4
dt.secOnes: 4
fcd.counter: 32
## path summary, 6_finish.rpt
| kind | startpoint | to | cells after the start |
|---|---|---|---|
| worst max-delay path | KEY[0] | tr.dOut[9]$_SDFFE_PN0P_ | 3 |
| worst min register to register | tr.dOut[3]$_SDFFE_PN0P_ | sv.validTime[3]$_SDFF_PN1_ | 0 |
| worst min-delay path | tr.dOut[3]$_SDFFE_PN0P_ | sv.validTime[3]$_SDFF_PN1_ | 0 |
| worst max register to register | dcd.counter[10]$_SDFF_PN0_ | dcd.clockOutReg$_DFFE_PN_ | 4 |
## through the flow
step           worst slack (ns)  util, %  power (mW)
2_1_floorplan              4.56        -       0.727
3_3_place_gp               3.73     56.5       0.749
3_5_place_dp               3.69     56.5       0.751
4_1_cts                    4.01     59.3        1.29
5_1_grt                    3.88     59.3        1.32
6_report                   4.03     59.3        1.27
## kinds of logic after synthesis
logic type	share of synthesized area (%)
and+or+nand+nor	27.4
muxes	3.69
xor gates and xnor gates	8.29
DFF	44.1
adders and majority gates	0.878
buffers and inverters	5.13
AOI/OAI and AO/OA	10.6
## cell usage after synthesis (3+ instances only)
library cell | count | area, µm²
sky130_fd_sc_hd__dfxtp_1 | 103 | 2060
sky130_fd_sc_hd__nor2_1 | 52 | 195
sky130_fd_sc_hd__nand2_1 | 40 | 150
sky130_fd_sc_hd__xnor2_1 | 39 | 342
sky130_fd_sc_hd__a21oi_1 | 34 | 170
sky130_fd_sc_hd__clkbuf_1 | 34 | 128
sky130_fd_sc_hd__nand3_1 | 28 | 140
sky130_fd_sc_hd__o21ai_0 | 27 | 135
sky130_fd_sc_hd__mux2i_1 | 21 | 210
sky130_fd_sc_hd__nor3_1 | 19 | 95.1
sky130_fd_sc_hd__inv_1 | 18 | 67.6
sky130_fd_sc_hd__nand4_1 | 17 | 106
sky130_fd_sc_hd__nand2b_1 | 16 | 100
sky130_fd_sc_hd__or4_1 | 16 | 120
sky130_fd_sc_hd__edfxtp_1 | 15 | 450
sky130_fd_sc_hd__xor2_1 | 15 | 131
sky130_fd_sc_hd__nor4_1 | 14 | 87.6
sky130_fd_sc_hd__or3_1 | 14 | 87.6
sky130_fd_sc_hd__and3_1 | 11 | 68.8
sky130_fd_sc_hd__and4_1 | 9 | 78.8
sky130_fd_sc_hd__buf_4 | 9 | 67.6
sky130_fd_sc_hd__nor2b_1 | 9 | 56.3
sky130_fd_sc_hd__and2_1 | 7 | 43.8
sky130_fd_sc_hd__nor3b_1 | 7 | 52.6
sky130_fd_sc_hd__or2_2 | 7 | 43.8
sky130_fd_sc_hd__a31oi_1 | 6 | 37.5
sky130_fd_sc_hd__nor4b_1 | 6 | 52.6
sky130_fd_sc_hd__buf_1 | 4 | 15.0
sky130_fd_sc_hd__ha_1 | 4 | 50.1
sky130_fd_sc_hd__o311ai_0 | 4 | 35.0
sky130_fd_sc_hd__o41ai_1 | 4 | 35.0
sky130_fd_sc_hd__a211o_1 | 3 | 26.3
sky130_fd_sc_hd__nand3b_1 | 3 | 22.5
sky130_fd_sc_hd__nand4b_1 | 3 | 26.3
sky130_fd_sc_hd__o211ai_1 | 3 | 22.5
sky130_fd_sc_hd__o21a_1 | 3 | 22.5
sky130_fd_sc_hd__o31ai_1 | 3 | 22.5
## cell usage in the layout, fill, tap and decap left out, types with 9 or more instances in the layout
cell type / count
sky130_fd_sc_hd__a21oi_1: 34
sky130_fd_sc_hd__and3_1: 11
sky130_fd_sc_hd__and4_1: 9
sky130_fd_sc_hd__clkbuf_16: 10
sky130_fd_sc_hd__clkdlybuf4s50_1: 49
sky130_fd_sc_hd__dfxtp_1: 103
sky130_fd_sc_hd__edfxtp_1: 15
sky130_fd_sc_hd__inv_1: 18
sky130_fd_sc_hd__mux2i_1: 21
sky130_fd_sc_hd__nand2_1: 40
sky130_fd_sc_hd__nand2b_1: 16
sky130_fd_sc_hd__nand3_1: 28
sky130_fd_sc_hd__nand4_1: 17
sky130_fd_sc_hd__nor2_1: 52
sky130_fd_sc_hd__nor2b_1: 9
sky130_fd_sc_hd__nor3_1: 19
sky130_fd_sc_hd__nor4_1: 12
sky130_fd_sc_hd__o21ai_0: 27
sky130_fd_sc_hd__or3_1: 14
sky130_fd_sc_hd__or4_1: 16
sky130_fd_sc_hd__xnor2_1: 39
sky130_fd_sc_hd__xor2_1: 15
## critical path, delay by kind of cell
kind / cells / cell delay, ns
buffers and inverters: 2 / 1.40
AND/OR/NAND/NOR: 1 / 0.11
## final cells by class
class	count	area share, %
multi-input combinational	459	44.7
sequential	118	38.5
timing repair buffer	55	8.22
clock buffer	11	3.90
tap	140	2.69
inverter	18	1.04
clock inverter	5	0.960
## routing by layer
| layer | wire (µm) | global-route usage, % | up-vias | part of all wire (%) |
|---|---|---|---|---|
| met5 | 0 | 0 | - | 0 |
| met1 | 5330 | 31.3 | 1970 | 50 |
| met4 | 225 | 3.96 | 0 | 2.1 |
| met2 | 4950 | 31.5 | 68 | 46 |
| li1 | - | - | 2333 | - |
| met3 | 262 | 2.38 | 18 | 2.4 |
## power by group through the flow
| stage | sequential [mW] | clock [mW] | combinational (mW) |
|---|---|---|---|
| 6_report | 0.656 | 0.534 | 0.0814 |
| 4_1_cts | 0.655 | 0.549 | 0.0818 |
| 5_1_grt | 0.658 | 0.576 | 0.0904 |
Power is estimated from default activity; no workload was simulated.
